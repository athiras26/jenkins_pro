==> flow/design.v <==
module fsm (
    input  wire   clk,   
    input  wire   rstn,  
    input  wire   seq,   
    output reg    detector    
     );
   localparam S0 = 3'b000 ;  
   localparam S1 = 3'b001 ;  
   localparam S2 = 3'b010 ;  
   localparam S3 = 3'b011 ;  
   localparam S4 = 3'b100 ;  
   localparam S5 = 3'b101 ;  
   reg  [2:0]  present_state;
   reg  [2:0]  next_state;
   always @(posedge clk or negedge rstn) begin
      if(!rstn)begin
         present_state <= S0;
      end else begin
         present_state <= next_state;
      end  
   end
   always @(*) begin
      case(present_state)
        S0 : begin
         next_state = seq ? S1 : S0 ;
        end
        S1 : begin
         next_state = seq ? S2 : S0 ;
        end
        S2 : begin
         next_state = seq ? S2 : S3 ;
        end
        S3 : begin
         next_state = seq ? S4 : S0 ;
        end
        S4 : begin
         next_state = seq ? S5 : S0 ;
        end
        S5 : begin
         next_state = seq ? S0 : S3 ;
        end
        default : begin
         next_state = S0;
        end
      endcase
   end
   always @(posedge clk or negedge rstn) begin
      if (!rstn) begin
         detector <= 1'b0;
      end else if (present_state == S5) begin
         detector <= 1'b1;
      end else begin
         detector <= 1'b0;
      end           
   end
endmodule
==> flow/run.sh <==
#!/bin/bash
# OpenROAD 26Q1-2900-gdf79404cd8, Yosys 0.63+post, stock flow scripts
make -C /OpenROAD-flow-scripts/flow DESIGN_CONFIG=/design/flow/config.mk WORK_HOME=/design/flow/orfs finish
==> flow/config.mk <==
export PLATFORM = sky130hd
export DESIGN_NAME = fsm
export DESIGN_NICKNAME = fsm
export VERILOG_FILES = /design/flow/design.v
export SDC_FILE = /design/flow/constraint.sdc
export NUM_CORES = 4
export LEC_CHECK = 1
export CORE_AREA = 10 10 70 70
export DIE_AREA = 0 0 80 80
==> flow/constraint.sdc <==
current_design fsm

set clk_period 1.2
set clk_io_pct 0.2

create_clock -name clk0 -period $clk_period [get_ports {clk}]

set non_clock_inputs [all_inputs -no_clocks]
set_input_delay [expr $clk_period * $clk_io_pct] -clock clk0 $non_clock_inputs
set_output_delay [expr $clk_period * $clk_io_pct] -clock clk0 [all_outputs]
==> Changelog: implementation <==
## Implementation

* Status: complete, no violations
* Synthesized netlist cell count at 16
* CORE AREA at around 0.0034 mm2
* Synth Cell Area at 233 um2
* Initial antenna violation count at 0
* CP Cell Sequence: dlygate4sd2_1
* Worst slew margin at 0.796
* TritonCTS clock tree: built
* Num CTS Buffers at 3
* Cell family with most CP delay: flip-flops
* Leakage at 0.145 nW
* Post-synth seq share at 0.758
* Crit-path slowest cell: dfrtp_1
* Hold Worst Slack at 0.244 ns
* Via density at 2.00
* Placed cell area at ~320 um2
* Die height at 80 um
* Most frequent cells in the layout: dfrtp_1, clkbuf_4, and2_1, nor2_1, clkdlybuf4s50_1
* Post-layout period usage at 0.894
* P_sw at approximately 0.10 mW
* Die Span X at 80 um
* Layout Skew at 0.00571 ns
* Clock sinks at 7
* RSZ-0062 raised after global routing: false
* Crit Path Category: register to primary output
* Floorplan Utilization at 0.0681
* Peak Freq at 932 MHz
* Fin. max-slew vios at 0
* Detail Route Antenna Nets at 0
* Pre-antenna DRT Iters at 2
* Setup TNS at 0 ns
* Combinational power share at 0.065
* # H-tree levels at 1
* Yosys cell count at 16
* Worst-Margin Slew at 0.305 ns
* Synth Warn # at 1
* WP data required at 0.96 ns
* Maximum vdd drop at 0.427 mV
* Worst Hold Class: input port to asynchronous set/reset pin
* # rows at 21
* Clock share of power at 0.413
* Hold Vio Cnt, Final at 0
* Hold-fix buffers at CTS at 0
* Place WS at 0.122 ns
* Yosys Chip Area at 233 um2
* Routed WL per cell at a little under 6 um
* DP Cell Count at approximately 65
* Worst path max stage delay at approximately 0.35 ns
* Setup slack after layout at approximately 0.13 ns
* Worst setup SP type: register
* Arr. time, crit path at 0.83 ns
* Max-cap violations at 0
* Minimum clock period at 1.07 ns
* DRC at 0
* Via count at 138
* Root buffer cell: clkbuf_4
* Worst-Skew Late Latency at between 0.2 and 0.3 ns
* Tot Pwr at approximately 0.5 mW
* CTS clk-pin slew, worst paths at 0.05 ns
* Final setup viols at 0
* Non-Filler Instances at around 70
* Switching share of power at 0.203
* Largest net degree at the start of global routing at 8
* GRT Overall Usage at 0.0156
* Reg power frac at 0.522
* Post-Layout Inst Area at 345 um2
* Clock Tree Buf Depth at 2
* Total tool warning count at 25
* CP Buf/Inv Count at 1
* Wire length of the first global-routing pass at 724 um
* Initial DRC Count at 11
* Syn avg cell area at roughly 15 um2
* Syn-to-layout area delta at 48.4%
* WL final at 400 um
* Vias in the first global route at 152
* PD cells at ~1400 mW/mm2
* Most used logic cell in the final layout: dfrtp_1
* Share of cells above drive strength 1 at 0.261
* # diodes at 0
* Final Util at 0.101
* Top fanout value on the critical path at 1
* Grt ovf at 0
* Number of I/O pins at 4
* Critical Path End Type: primary output
* #FFs+latches synth at 7
* Distinct cell type count after synthesis at 9
* # port buffers at 3
* Final RePlAce weighted congestion at roughly 0.74
* Int Power at between 0.3 and 0.4 mW
* Die area at 0.00640 mm2
[final timing paths]
path	from	to	slack, ns	depth (start not counted)
max	detector	detector	0.13	1
min	rstn	detector	0.24	1
max reg2reg	present_state[1]	present_state[0]	0.42	2
min reg2reg	present_state[4]	detector	0.42	0
max in group asynchronous	rstn	present_state[0]	0.67	1
min in group clk0	present_state[4]	detector	0.42	0
[flip-flops by register name, summed over array words and instances (netlist names)]
register       cells
detector           1
present_state      6
[cells in the mapped netlist, drive strengths merged]
cell   number  area (um2)
and2        3        20.0
dfrtp       6         150
dfstp       1        26.3
nand2       1        3.75
nor2        2        7.51
nor4        1        12.5
o21a        1        7.51
o21ai       1        5.00
[layout make-up]
cell class	instances	area (um2)
Fill cell	401	3070
Timing Repair Buffer	3	28.8
Multi-Input combinational cell	9	56.3
Tap cell	46	57.6
Clock buffer	4	26.3
Sequential cell	7	176
[repair_timing]
action                     4_1_cts  5_1_grt
setup endpoints to repair        1        0
setup buffers                    0        0
gates resized                    1        0
[power groups by stage]
stage	clock, mW	sequential, mW	combinational, mW
6_report	0.206	0.261	0.0325
4_1_cts	0.217	0.261	0.0332
5_1_grt	0.242	0.263	0.0359
[layer usage]
layer / track usage / vias to the layer above / part of all wire
met5: 0 / - / 0
met2: 0.0128 / 7 / 0.26
met3: 0.0239 / 0 / 0.23
met4: 0.00352 / 0 / 0
met1: 0.0189 / 65 / 0.51
li1: - / 66 / -
[cell families after synthesis]
logic type / synth area share
AND-OR/OR-AND: 0.0538
flip-flops: 0.758
AND/OR/NAND/NOR: 0.188
No activity file was given, so power comes from the tool's default toggle rates.
